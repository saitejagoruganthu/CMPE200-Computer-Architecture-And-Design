[run.sh]
#!/bin/bash
# OpenROAD 26Q1-2900-gdf79404cd8, Yosys 0.63+post, stock flow scripts
make -C /OpenROAD-flow-scripts/flow DESIGN_CONFIG=/design/flow/config.mk WORK_HOME=/design/flow/orfs finish
[config.mk]
export PLATFORM = sky130hd
export DESIGN_NAME = fact_top
export DESIGN_NICKNAME = fact_top
export VERILOG_FILES = /design/flow/design.v
export SDC_FILE = /design/flow/constraint.sdc
export NUM_CORES = 4
export LEC_CHECK = 1
export CORE_UTILIZATION = 30
[constraint.sdc]
current_design fact_top

set clk_period 13.5
set clk_io_pct 0.2

create_clock -name clk0 -period $clk_period [get_ports {clk}]

set non_clock_inputs [all_inputs -no_clocks]
set_input_delay [expr $clk_period * $clk_io_pct] -clock clk0 $non_clock_inputs
set_output_delay [expr $clk_period * $clk_io_pct] -clock clk0 [all_outputs]
[design.v]
`timescale 1ns / 1ps
module mux4 #(parameter WIDTH = 8) (
        input  wire [1:0]     sel,
        input  wire [WIDTH-1:0] a,
        input  wire [WIDTH-1:0] b,
        input  wire [WIDTH-1:0] c,
        input  wire [WIDTH-1:0] d, 
        output reg [WIDTH-1:0]  y
    );
    always @ (*)
    begin
        case (sel)
            2'b00: y <= a;
            2'b01: y <= b;
            2'b10: y <= c;
            2'b11: y <= d;
        endcase
    end
endmodule
`timescale 1ns / 1ps
module CMP #(parameter DATA_WIDTH = 32)(
    input wire [DATA_WIDTH-1:0] a,
    input wire [DATA_WIDTH-1:0] b,
    output wire gt);
	assign gt = (a > b) ? 1 : 0;
endmodule
`timescale 1ns / 1ps
module CNT #(parameter DATA_WIDTH = 32)(
    input wire [DATA_WIDTH - 1:0] in,    
    input wire load_cnt, 
    input wire en, 
    input wire clk, 
    output reg [DATA_WIDTH -1:0] out);
    always@(posedge clk) begin
    	if(load_cnt) begin
        	out = in;
    	end 
    	if(en) begin
        	out = out - 1'b1;        
    	end
	end
endmodule
`timescale 1ns / 1ps
module CU #(parameter DATA_WIDTH = 32)(
    input GO,
    input GT,
    input RST,
    input CLK,
    input EC,
    output reg load_cnt,
    output reg cnt_en,
    output reg mux_sel,
    output reg load_reg,
    output reg buf_oe,
    output reg done,
    output reg error
    );
    parameter   S0 = 3'b000,
                S1 = 3'b001,
                S2 = 3'b010,
                S3 = 3'b011,
                S4 = 3'b100;
    reg [2:0] CS, NS;
    always @ (posedge CLK, posedge RST)
        begin
            if(RST == 1) CS <= S0;
            else         CS <= NS;
        end
    always @ (CS, GT, EC)
        begin
            case(CS)
                S0: begin
                        load_cnt =0;
                        cnt_en = 0;
                        mux_sel = 0;
                        load_reg = 0;
                        buf_oe = 0;
                        done = 0;
                        error = 0;
                    end
                S1: begin
                        load_cnt =1;
                        cnt_en = 0;
                        mux_sel = 1;
                        load_reg = 1;
                        buf_oe = 0;
                        done = 0;
                        error = 0;
                    end
                S2: begin
                    if(EC)begin
                        load_cnt <= 0;
                        cnt_en <= 0;
                        mux_sel <= 0;
                        load_reg <= 0;
                        buf_oe <= 0;
                        done <= 1;
                        error <= 1; 
                        end
                    else if(!EC && !GT)begin
                        load_cnt = 0;
                        cnt_en = 0;
                        mux_sel = 0;
                        load_reg = 0;
                        buf_oe = 0;
                        done = 1;
                        error = 0;  
                        end
                    else begin
                        load_cnt = 0;
                        cnt_en = 1;
                        mux_sel = 0;
                        load_reg = 1;
                        buf_oe = 0;
                        done = 0;
                        error = 0;  
                        end    
                    end
             endcase                 
        end
    always @ (CS, GO, GT, EC)
        begin
            case(CS)
                S0: begin
                        if(GO == 1) NS <= S1;       
                        else NS <= S0;                        
                    end
                S1: begin
                        NS <= S2; 
                    end
                 S2: 
                    if(GT == 0 || EC == 1) NS <= S0;
                    else NS <= S2;
            endcase       
        end
endmodule
`timescale 1ns / 1ps
module DP #(parameter DATA_WIDTH = 32)(
   	input wire clk,
   	input wire load_cnt,
   	input wire en_cnt,
   	input wire sel_mux,
   	input wire load_reg,
   	input wire oe_buf,
   	output wire gt,
   	output wire ec,
    input wire [DATA_WIDTH-1:0] in,
    output wire [DATA_WIDTH-1:0] out);
	wire [DATA_WIDTH-1:0] mux_to_reg;
	wire [DATA_WIDTH-1:0] mul_to_mux;
	wire [DATA_WIDTH-1:0] cnt_to_cmp_and_mul;
    wire [DATA_WIDTH-1:0] reg_to_mul_and_buf;
	CNT #(DATA_WIDTH) down_counter(
	   .in(in),
	   .load_cnt(load_cnt),
	   .en(en_cnt),
	   .clk(clk),
	   .out(cnt_to_cmp_and_mul)
	   );
	Multiplexer #(DATA_WIDTH) product_multi(sel_mux, mul_to_mux, 1, mux_to_reg);
    Register #(DATA_WIDTH) product_reg(clk, load_reg, mux_to_reg, reg_to_mul_and_buf);
    Multiplexer #(DATA_WIDTH) product_buf(
        	oe_buf,
        	reg_to_mul_and_buf,
        	0,
        	out);
	CMP #(DATA_WIDTH) cmp_gt(
            cnt_to_cmp_and_mul, 1, gt);
    Multiplier #(DATA_WIDTH) multiply(
        	reg_to_mul_and_buf, cnt_to_cmp_and_mul, mul_to_mux);
    CMP #(DATA_WIDTH) cmp_ec(
            in, 12, ec);
endmodule
module FSMmult #(parameter DATA_WIDTH = 32)(
    input [DATA_WIDTH-1:0] D,
    input GO,
    input RST,
    input CLK,
    output wire doneF,
    output wire ERROR,
    output wire [DATA_WIDTH-1:0] out
    );
    wire load_cnt, cnt_en, mux_sel, load_reg, buf_oe, gt, ec;
    CU control(
        .GO(GO),
        .GT(gt),
        .CLK(CLK),
        .RST(RST),
        .EC(ec),
        .load_cnt(load_cnt),
        .cnt_en(cnt_en),
        .mux_sel(mux_sel),
        .load_reg(load_reg),
        .buf_oe(buf_oe),
        .done(doneF),
        .error(ERROR)
    );
    DP dataP(
        .clk(CLK),
        .load_cnt(load_cnt),
        .en_cnt(cnt_en),
        .sel_mux(mux_sel),
        .load_reg(load_reg),
        .oe_buf(buf_oe),
        .gt(gt),
        .ec(ec),
        .in(D),
        .out(out)
    );
endmodule
`timescale 1ns / 1ps
module Multiplexer #(parameter DATA_WIDTH = 32)(
    input wire sel, 
    input wire [DATA_WIDTH-1:0] a, 
    input wire [DATA_WIDTH -1:0] b,
    output wire [DATA_WIDTH-1:0] out);
    assign out = (sel == 0) ? a : b;
endmodule
`timescale 1ns / 1ps
module Multiplier #(parameter DATA_WIDTH = 32)(
    	input wire [DATA_WIDTH-1:0] a,
    	input wire [DATA_WIDTH-1:0] b,
    	output wire [DATA_WIDTH-1:0] out);
	assign out = a * b;
endmodule
`timescale 1ns / 1ps
module Register #(parameter DATA_WIDTH = 32)(
    	input wire clk,
    	input wire load_reg,
    	input wire [DATA_WIDTH-1:0] in,
    	output reg [DATA_WIDTH-1:0] out);
	always@(posedge clk) begin
    	if(load_reg) begin
        	out = in;
    	end
	end
endmodule
module and_fact #(parameter WIDTH = 32)(
    input [WIDTH - 1:0] a, b,
    output wire c
    );
    assign c = a & b;
endmodule
`timescale 1ns / 1ps
module fact_ad(
    input wire [1:0] A,
    input wire WE,
    output reg WE1, WE2,
    output wire [1:0] RdSel
    );
    always @ (*) begin
        case(A)
            2'b00: begin
                WE1 <= WE;
                WE2 <= 1'b0;
            end
            2'b01: begin
                WE1 <= 1'b0;
                WE2 <= WE;
            end
            2'b10: begin
                WE1 <= 1'b0;
                WE2 <= 1'b0;
            end
            2'b11: begin
                WE1 <= 1'b0;
                WE2 <= 1'b0;
            end
            default: begin
                WE1 <= 1'bx;
                WE1 <= 1'bx;
            end
        endcase
    end
    assign RdSel = A;  
endmodule
`timescale 1ns / 1ps
module fact_reg #(parameter w = 32)(
    input wire Clk, Rst,
    input wire [w-1:0] D,
    input wire Load_Reg,
    output reg [w-1:0] Q
    );
    always @ (posedge Clk, posedge Rst) begin
    if (Rst)
        Q <= 0;
    else if (Load_Reg)
        Q <= D;
    else
        Q <= Q;
    end
endmodule
`timescale 1ns / 1ps
module fact_res_done_reg(
    input Clk, Rst, GoPulseCmb, Done,
    output reg ResDone
    );
    always @ (posedge Clk, posedge Rst) begin
    if (Rst)
        ResDone <= 1'b0;
    else
        ResDone <= (~GoPulseCmb) & (Done | ResDone);
    end
endmodule
`timescale 1ns / 1ps
module fact_res_err_reg(
    input Clk, Rst, GoPulseCmb, Err,
    output reg ResErr
    );
    always @ (posedge Clk, posedge Rst) begin
    if (Rst)
        ResErr <= 1'b0;
    else
        ResErr <= (~GoPulseCmb) & (Err | ResErr);
    end
endmodule
`timescale 1ns / 1ps
module fact_top(
    input  [1:0]  A,
    input         WE,
    input  [3:0]  WD,
    input         Rst,
    input         clk,
    output [31:0] RD
    );
    wire [1:0] RdSel;
    wire WE1, WE2;
    wire [3:0] n;
    wire GoPulseCmb, GoPulse;
    wire Go;
    wire [31:0] nf;
    wire fact_done, fact_err;
    wire [31:0] result;
    wire ResDone, ResErr;
    and_fact #(1) and_fact (
        .a          (WE2),
        .b          (WD[0]),
        .c          (GoPulseCmb)
        );
    fact_ad address_decoder (
        .A          (A),
        .WE         (WE),
        .WE2        (WE2),
        .WE1        (WE1),
        .RdSel      (RdSel)
        );
    fact_reg #(4) n_reg (
        .Rst         (Rst),
        .Clk         (clk),
        .Load_Reg    (WE1),
        .D           (WD),
        .Q           (n)
        );
    fact_reg #(1) go_reg (
        .Rst         (Rst),
        .Clk         (clk),
        .Load_Reg    (WE2),
        .D           (WD[0]),
        .Q           (Go)
        );
    fact_reg #(1) go_pulse_reg (
        .Rst         (Rst),
        .Clk         (clk),
        .Load_Reg    (1'b1),
        .D           (GoPulseCmb),
        .Q           (GoPulse)
        );
    FSMmult #(32) fact (
        .D        ({28'b0,n}),
        .GO       (GoPulse),
        .RST      (Rst),
        .CLK      (clk),
        .doneF    (fact_done),
        .ERROR    (fact_err),
        .out      (nf)
        );
    fact_reg #(32) result_reg (
        .Rst         (Rst),
        .Clk         (clk),
        .Load_Reg    (fact_done),
        .D           (nf),
        .Q           (result)
        );
    fact_res_done_reg fact_res_done_reg(
        .Clk         (clk), 
        .Rst         (Rst), 
        .GoPulseCmb  (GoPulseCmb), 
        .Done        (fact_done),
        .ResDone     (ResDone)
        );
    fact_res_err_reg fact_res_err_reg (
        .Clk         (clk), 
        .Rst         (Rst), 
        .GoPulseCmb  (GoPulseCmb), 
        .Err         (fact_err),
        .ResErr      (ResErr)
        );
    mux4 #(32) fact_mux (
        .sel         (RdSel),
        .a           ({28'b0,n}),
        .b           ({31'b0,Go}),
        .c           ({30'b0,ResErr,ResDone}),
        .d           (result),
        .y           (RD)
    );
endmodule
==> results.txt <==
Notes on the flow run.

- The flow ran to the end, and the final reports show no timing, DRC or antenna violations.
- On the worst setup and hold paths after CTS, the clock-pin slew comes to 0.08 ns.
- On the final layout, the worst hold slack is 0.476 ns.
- The via count of the first global-routing pass is 16,161.
- After detailed routing, the total wire length is 57,800 um.
- The number of warnings issued by yosys is 10, for reference.
- Summed over all layers, the global routing overflow is 0.
- Entering global routing, the biggest net connects 43 pins.
- The critical path in the final layout is reported with a setup slack of 5.52 ns.
- The overall die size recorded for this design is 0.0697 mm2.
- 40 endpoints have no timing constraint.
- The flow measured a signed area growth from synthesis to layout of 8.13%.
- Pin placement for this block handled 41 I/O pins.
- The number of iterations in the first detailed-routing pass is 5, for reference.
- The relative slew slack is 0.226, for reference.
- TritonCTS built the clock tree.
- The yosys stat cell total is 2,198, for reference.
- The max-slew violation count is 0, for reference.
- Of the cells placed in the final design, the portion with a size suffix greater than 1 is 0.0576.
- The routed layout has 14,519 vias.
- The setup-violating endpoint count in the final report is 0, for reference.
- The number of synthesized register bits is 112, for reference.
- The required time of the critical path is 13.60 ns, for reference.
- The fraction of registers with async set or reset after synthesis is 0.375, for reference.
- In this run the tools logged warnings totalling 27.
- The script logs the ratio of routed vias to standard cells as 4.77.
- The number of buffers on the longest clock path is 2, for reference.
- Of the available clock period, the critical path in the final layout requires 0.591.
- The initial antenna violation count is 0.
- The timing-limited maximum frequency is 125 MHz, for reference.
- Clock latency on the worst-skew pair, taken at its later pin, is 0.38 ns.
- The setup total negative slack is 0 ns, for reference.
- The type of the setup path with the least slack is flop to flop, for reference.
- The sort of element at the end of the critical path is a flop, for reference.
- The post-synth count of flops with an enable pin is 32.
- The count of filler cells inserted in the layout is 6,774, for reference.
- Per the post-synthesis stats, the area per cell is 9.37 um2.
- The setup fix buffers added after clock tree synthesis is 0, for reference.
- The most common logic cells in the final layout are sky130_fd_sc_hd__fa_1, sky130_fd_sc_hd__inv_1, sky130_fd_sc_hd__and2_1.
- Looking at the clock tree report, the root buffer type is sky130_fd_sc_hd__clkbuf_16.
- The horizontal die dimension reported for this design is 264 um.
- The number of I/O port buffers is 40, for reference.
- Per the synth stats, the flop cell with the highest instance count is sky130_fd_sc_hd__dfrtp_1.
- Setup repair after global routing left no endpoint under its margin.
- The post-route clock skew is 0.0200 ns, for reference.
- The initial standard-cell utilization of the core is 0.305, for reference.
- The number of instances in the synthesized netlist is 2,198, for reference.
- At the pin with the least slew margin, the transition time is 1.16 ns.
- The worst-case IR drop observed on VDD is 0.0834 mV.
- The die height is 264 um, for reference.
- The chip area line of the yosys report is 0.0206 mm2, for reference.
- The number of max-cap violations is 0, for reference.
- The iteration-0 DRC count of the detailed router is 736, for reference.
- The worst setup path is launched from a flop.
- The mapped netlist covers 0.0206 mm2.
- The count of nets left with antenna violations once routing finished came out at 0.
- The final design utilization is 0.330, for reference.
- After clock tree synthesis, the flow added hold-fix buffers numbering 0.
- The tightest min-delay check is of the flop to flop type.
- The wire length of the first global-routing pass is 92,900 um, for reference.
- After legalization and detailed placement, the total HPWL measured 43,200 um.
- The initialized floorplan defines 95 standard-cell rows.
- The power per standard cell area is 91.7 mW/mm2, for reference.
- According to the floorplan report, the placeable core area is 0.0675 mm2.
- After clock tree synthesis, the repair step resized 0 gates.
- STA on the placed design reports a worst setup slack of 5.66 ns.
- The library cell used most frequently in the layout, excluding fill and tap cells, is sky130_fd_sc_hd__fa_1.
- The overall power of the completed layout is 2.04 mW, for reference.
- The number of CTS-inserted buffers is 9, for reference.
- The clock H-tree reported by CTS has 3 levels.
- The final hold violation count recorded for this run is 0.
- The number of distinct library cells after synthesis is 76, for reference.
- The final routed wire length divided by cell count is 19.0 um, for reference.
- The total leakage power is 10.7 nW, for reference.
- After its last routability iteration, the placer logged a weighted congestion of 0.928.
- STA lists the maximum fanout along the critical path as 19.
- The worst endpoint data arrival time is 8.09 ns, for reference.
- The all-layer global routing usage is 0.183, for reference.
- The number of DRC violations after detailed routing is 0, for reference.
- The time the worst path needs with I/O delays and setup is 7.98 ns, for reference.
- The timer found 6 register pins that no clock reaches; their paths are not timed.
## through the flow
step	area [um2]	std cells
finish	22300	3044
global route	22300	3043
CTS	22300	3043
detailed placement	21900	3027
global placement	21900	3027
floorplan	20600	2198
## final cells by class
| class | instances | area [um2] | share of cell area |
|---|---|---|---|
| Antenna cell | 1 | 2.50 | 0.000112 |
| Clock buffer | 11 | 264 | 0.0119 |
| Clock inverter | 5 | 65.1 | 0.00292 |
| Inverter | 402 | 1510 | 0.0677 |
| Multi-Input combinational cell | 1551 | 15800 | 0.711 |
| Sequential cell | 112 | 2740 | 0.123 |
| Tap cell | 873 | 1090 | 0.0490 |
| Timing Repair Buffer | 89 | 768 | 0.0345 |
## path summary, 6_finish.rpt
kind / slack (ns) / end / start / cells after the start
worst min-delay path: 0.48 / go_reg.Q / go_reg.Q / 2
worst max-delay path: 5.52 / fact.dataP.product_reg.out[28] / fact.dataP.product_reg.out[14] / 20
min in group asynchronous: 2.76 / n_reg.Q[3] / Rst / 3
worst min register to register: 0.48 / go_reg.Q / go_reg.Q / 2
max in group asynchronous: 10.34 / result_reg.Q[21] / Rst / 3
worst max register to register: 5.52 / fact.dataP.product_reg.out[28] / fact.dataP.product_reg.out[14] / 20
## metal layers
metal,track usage,vias to the layer above,wire (um)
met5,0.00277,-,0
met2,0.275,616,25900
met1,0.246,7298,23400
met3,0.0920,65,7100
met4,0.0350,0,1360
li1,-,6540,-
## cell families (layout without fill, tap and decap cells)
kind of cell / Yosys count / in the layout / synth area share
latches: 6 / 6 / 0.00437
adder cells (fa/ha/maj): 535 / 535 / 0.474
AND-OR/OR-AND: 122 / 122 / 0.0421
buffers and inverters: 535 / 507 / 0.0984
other: 0 / 1 / 0
XOR/XNOR: 91 / 91 / 0.0394
AND/OR/NAND/NOR: 758 / 758 / 0.189
flip-flops: 106 / 106 / 0.129
multiplexers: 45 / 45 / 0.0248
## where the power goes
group | internal [mW] | total (mW) | switching (mW)
Combinational | 0.573 | 1.35 | 0.776
Clock | 0.163 | 0.300 | 0.137
Sequential | 0.386 | 0.394 | 0.00785
Total | 1.12 | 2.04 | 0.922
## cell usage after synthesis, types with 3 or more instances
| cell type | count | area [um2] |
|---|---|---|
| sky130_fd_sc_hd__fa_1 | 408 | 8170 |
| sky130_fd_sc_hd__inv_1 | 402 | 1510 |
| sky130_fd_sc_hd__and2_1 | 288 | 1800 |
| sky130_fd_sc_hd__nand2_1 | 269 | 1010 |
| sky130_fd_sc_hd__ha_1 | 127 | 1590 |
| sky130_fd_sc_hd__clkbuf_1 | 123 | 462 |
| sky130_fd_sc_hd__nor2_1 | 84 | 315 |
| sky130_fd_sc_hd__xnor2_1 | 68 | 596 |
| sky130_fd_sc_hd__dfrtp_1 | 42 | 1050 |
| sky130_fd_sc_hd__and3_1 | 38 | 238 |
| sky130_fd_sc_hd__mux2_2 | 37 | 417 |
| sky130_fd_sc_hd__dfxtp_1 | 32 | 641 |
| sky130_fd_sc_hd__edfxtp_1 | 32 | 961 |
| sky130_fd_sc_hd__a21oi_1 | 23 | 115 |
| sky130_fd_sc_hd__o21ai_0 | 23 | 115 |
| sky130_fd_sc_hd__xor2_1 | 22 | 193 |
| sky130_fd_sc_hd__nor3_1 | 13 | 65.1 |
| sky130_fd_sc_hd__nor2b_1 | 12 | 75.1 |
| sky130_fd_sc_hd__a21o_1 | 11 | 82.6 |
| sky130_fd_sc_hd__a311oi_1 | 11 | 96.3 |
| sky130_fd_sc_hd__nand3_1 | 10 | 50.1 |
| sky130_fd_sc_hd__nand2b_1 | 8 | 50.1 |
| sky130_fd_sc_hd__a31oi_1 | 7 | 43.8 |
| sky130_fd_sc_hd__buf_1 | 6 | 22.5 |
| sky130_fd_sc_hd__dlxtn_1 | 6 | 90.1 |
| sky130_fd_sc_hd__mux2i_1 | 6 | 60.1 |
| sky130_fd_sc_hd__nor3b_1 | 5 | 37.5 |
| sky130_fd_sc_hd__nor4_1 | 5 | 31.3 |
| sky130_fd_sc_hd__o211ai_1 | 5 | 37.5 |
| sky130_fd_sc_hd__o21bai_1 | 5 | 37.5 |
| sky130_fd_sc_hd__or3_1 | 4 | 25.0 |
| sky130_fd_sc_hd__a22o_1 | 3 | 26.3 |
| sky130_fd_sc_hd__a31o_2 | 3 | 26.3 |
| sky130_fd_sc_hd__o21a_1 | 3 | 22.5 |
| sky130_fd_sc_hd__o311ai_0 | 3 | 26.3 |
| sky130_fd_sc_hd__o31ai_1 | 3 | 22.5 |
| sky130_fd_sc_hd__or2_2 | 3 | 18.8 |
## critical path, cell delays in order (launching register included)
cell	delay [ns]
sky130_fd_sc_hd__edfxtp_1	1.11
sky130_fd_sc_hd__and2_1	0.27
sky130_fd_sc_hd__fa_1	0.44
sky130_fd_sc_hd__fa_1	0.49
sky130_fd_sc_hd__fa_1	0.54
sky130_fd_sc_hd__inv_1	0.05
sky130_fd_sc_hd__fa_1	0.47
sky130_fd_sc_hd__inv_1	0.05
sky130_fd_sc_hd__fa_1	0.48
sky130_fd_sc_hd__fa_1	0.57
sky130_fd_sc_hd__fa_1	0.44
sky130_fd_sc_hd__fa_1	0.49
sky130_fd_sc_hd__ha_1	0.39
sky130_fd_sc_hd__and3_1	0.24
sky130_fd_sc_hd__a221oi_1	0.38
sky130_fd_sc_hd__nor2b_1	0.09
sky130_fd_sc_hd__a41o_1	0.23
sky130_fd_sc_hd__a211oi_2	0.35
sky130_fd_sc_hd__o221ai_1	0.23
sky130_fd_sc_hd__xnor2_1	0.32
sky130_fd_sc_hd__nor2_1	0.07
Power figures rest on the tool's default switching activity, not on a simulated workload.
