===== design/flow/config.mk =====
export PLATFORM = sky130hd
export DESIGN_NAME = dmem
export DESIGN_NICKNAME = dmem
export VERILOG_FILES = /design/flow/design.v
export SDC_FILE = /design/flow/constraint.sdc
export NUM_CORES = 4
export LEC_CHECK = 1
export CORE_UTILIZATION = 40

===== design/flow/constraint.sdc =====
current_design dmem

set clk_period 32.2
set clk_io_pct 0.2

create_clock -name clk0 -period $clk_period [get_ports {clk}]

set non_clock_inputs [all_inputs -no_clocks]
set_input_delay [expr $clk_period * $clk_io_pct] -clock clk0 $non_clock_inputs
set_output_delay [expr $clk_period * $clk_io_pct] -clock clk0 [all_outputs]

===== design/flow/design.v =====
 module dmem (
        input  wire        clk,
        input  wire        we,
        input  wire [5:0]  a,
        input  wire [31:0] d,
        output wire [31:0] q
    );
    reg [31:0] ram [0:63];
    integer n;
    initial begin
        for (n = 0; n < 64; n = n + 1) ram[n] = 32'hFFFFFFFF;
    end
    always @ (posedge clk) begin
        if (we) ram[a] <= d;
    end
    assign q = ram[a];
endmodule

===== design/flow/run.sh =====
#!/bin/bash
# OpenROAD 26Q1-2900-gdf79404cd8, Yosys 0.63+post, stock flow scripts
make -C /OpenROAD-flow-scripts/flow DESIGN_CONFIG=/design/flow/config.mk WORK_HOME=/design/flow/orfs finish

==> run summary <==
Figures from the flow reports.

Run status:
- The run finished with clean final reports.

Synthesis:
- The run gives the post-synth area from yosys stat as ~0.08 mm².
- The run gives the predominant post-synthesis flop cell as sky130_fd_sc_hd__edfxtp_1.
- The run gives the average cell area after synthesis as approximately 19 µm².
- The run puts the portion of the post-synthesis area used by sequential elements at around four fifths.
- The run puts the instance count of the mapped netlist at approximately 4200.
- The synthesis stat section lists a flop and latch total of 2048.
- The run puts the proportion of netlist area held by the largest area contributor at approximately four fifths.
- The run puts the proportion of synthesized flip-flops having asynchronous set or reset at 0%.
- After synthesis, the cell types taking the most area are sky130_fd_sc_hd__edfxtp_1 79%, sky130_fd_sc_hd__mux2i_1 3.3%, sky130_fd_sc_hd__mux4_2 2.8%.
- The run gives the combined area of all synthesized cells as ~0.078 mm².
- The synthesis report lists the Yosys warning total as 1.
- The run puts the number of enable-type register cells in the synthesized netlist at approximately 2000.
- The run gives the count of unique library cells instantiated by Yosys as between 50 and 60.
- The run puts the number of cell instances after yosys synthesis at about 4200.
- The run gives the cell accounting for the most synthesized area as sky130_fd_sc_hd__edfxtp_1.

STA:
- Setup repair after global routing left no endpoint under its margin.
- The final critical path takes up around 56% of the cycle.
- The run gives the worst path setup slack after routing as roughly 14 ns.
- Subtracting the final worst setup slack from the clock period gives ~18 ns.
- In the final timing run, aggregate negative setup slack is 0 ns.
- The run gives the transition time at the pin with the least slew margin as between 1 and 1.5 ns.
- Per the final timing report, the hold violations number 0.
- The run puts the final-report max-slew violation count at 0.
- The run puts the final count of negative-setup-slack endpoints at 0.
- Measured against its own limit, the worst slew margin works out to 10.9%.
- The run gives the maximum clock frequency as 55.1 MHz.

Power and ir drop:
- The run gives the static leakage power as 28.3 nW.
- The run puts the cell area power density at just over 60 mW/mm².
- The run puts the peak supply drop at about 0.000053 V.

Route:
- The run puts the average vias per placed instance at between 5 and 6.
- Per the post-route antenna check, the number of violating nets is 0.
- The run puts the number of vias in the routed layout at approximately 42000.
- The run puts the first-pass iteration count of the detailed router at 8.
- The run gives the number of DRC markers in iteration 0 as a little under 3000.
- The run gives the number of DRC violations after detailed routing as 0.
- Dividing the detail-routed wire length by the instance count gives 30.7 µm.
- The run puts the total detailed-routing wirelength at approximately 220000 µm.

Die:
- just over 70 I/O pins were placed.
- The run gives the height of the die as ~440 µm.
- The run puts the core utilization before placement at slightly above 40%.
- The report lists the number of standard-cell rows as between 150 and 200.
- In this run the standard cell core region covers between 0.15 and 0.2 mm².
- The floorplan step set the die width to between 400 and 500 µm.
- The run gives the overall die area as 0.197 mm².

Final layout:
- The run gives the area overhead of the layout relative to synthesis as 13.7%.
- By instance count after routing, the leading logic cell types are 2048 x sky130_fd_sc_hd__edfxtp_1, 259 x sky130_fd_sc_hd__mux2i_1, 209 x sky130_fd_sc_hd__clkbuf_16, 191 x sky130_fd_sc_hd__buf_4, 188 x sky130_fd_sc_hd__a22oi_1.
- The run gives the largest register by flop count as ram.
- Once layout is done, the placed cells without fillers occupy between 0.08 and 0.09 mm².
- The final layout report lists a filler cell count of 16100.
- Of the cells placed in the final design, the portion with a size suffix greater than 1 is 18.3%.
- The run gives the number of standard cells in the final layout excluding fillers as slightly above 7000.
- The run puts the combined flip-flop and latch cell area at slightly above 0.06 mm².
- The run gives the logic area as 0.0161 mm².
- The largest registers in the layout are ram (2048).
- The register with the most flip-flops in the layout has approximately 2000 of them.
- Among logic cells in the layout, the one with the most instances is sky130_fd_sc_hd__edfxtp_1.

CTS:
- Counting the buffers created by CTS gives approximately 200.
- The run puts the quantity of gates resized following cts at 0.
- The run gives the clock tree from TritonCTS as built.
- The run gives the clock-pin slew of the registers on the worst-case setup and hold paths as roughly 0.06 ns.
- The run gives the buffer levels on the longest clock path as 3.
- The tree is rooted in a sky130_fd_sc_hd__clkbuf_16.
- The run puts the post-cts hold-fix buffer tally at 0.
- In this run the number of H-tree levels came out at 4.
- The run gives the number of buffers inserted by post-CTS setup repair as 0.
- The run puts the number of clock sinks seen by CTS at slightly above 2000.

Placed design:
- The run puts the number of cells in the design after placement at around 6700.
- The run gives the weighted congestion at the end of routability-driven global placement as around 0.9.
- In the placement report, post-DP HPWL is listed as ~120000 µm.
- The pre-CTS setup check shows a worst slack of approximately 14 ns.
- The post-placement cell area is 0.0828 mm².
- Per the placement log, port buffering inserted approximately 71 buffers.

Global route:
- The run gives the initial antenna violation count as 6.
- The run gives the number of global-route vias before repair as between 40000 and 50000.
- The run puts the largest net degree at the start of global routing at between 90 and 100.
- The run puts the wire length of the first global-routing pass at around 310000 µm.
- The global routing report lists combined usage of all routing layers as approximately a quarter.
- The run puts the residual overflow from global routing at 0.

Setup path:
- The run gives the category of the worst setup path capture point as an output port.
- The run gives the critical path start-end classification as in -> out.
- The run gives the data required time at the worst endpoint as between 20 and 30 ns.
- The run gives the largest fanout on the critical path as 93.
- The run gives the critical path launch point type as an input port.
- The run gives the arrival time at the worst endpoint as about 12 ns.

Worst hold path:
- The run gives the kind of path behind the tightest hold check as in -> reg.

Job:
- The stage logs contain a warning count of 26.
- The run gives the max-capacitance violation count as 0.
==> worst paths after layout <==
check  start     endpoint  slack (ns)  cells past startpoint
min    d[28]  ram[60][28]        6.00                      1
max     a[0]         q[0]       14.07                     11
==> worst max-delay path, stage by stage <==
cell and delay [ns]:
sky130_fd_sc_hd__buf_8 0.34, sky130_fd_sc_hd__buf_4 0.66, sky130_fd_sc_hd__buf_12 0.54, sky130_fd_sc_hd__nor2_4 0.18, sky130_fd_sc_hd__buf_4 0.29, sky130_fd_sc_hd__buf_4 0.36, sky130_fd_sc_hd__a22oi_1 0.29, sky130_fd_sc_hd__o221ai_1 0.17
sky130_fd_sc_hd__a2111oi_0 1.16, sky130_fd_sc_hd__nand4_1 0.52, sky130_fd_sc_hd__clkdlybuf4s50_1 0.54
==> cell type report <==
type                    instances  share of cell area [%]
multi-input cells            1859                    18.1
clock inverters               112                   0.896
inverters                       2                  0.0169
well taps                    2542                    3.57
repair buffers                265                    2.31
diodes                          1                 0.00281
flip-flops and latches       2048                    69.1
clock buffers                 259                    6.08
==> per-layer routing <==
layer	global-route usage, %	share of wire [%]
met3	18.1	17
met2	34.6	46
met4	6.60	3.5
met5	1.71	0.18
met1	29.6	33
==> stage by stage <==
step                      hold slack, ns  power (mW)  utilization, %
final                               6.00        5.48            45.8
after global routing                5.98        5.63            45.8
after CTS                           5.95        5.51            45.8
after detailed placement            6.85        3.31            42.6
after global placement              6.84        3.31            42.6
after floorplan                     6.54        3.15               -
==> cell families after synthesis <==
family | after synthesis | share of synthesized area (%)
flip-flops | 2048 | 78.6
AND-OR/OR-AND | 933 | 8.73
multiplexers | 502 | 8.19
AND/OR/NAND/NOR | 424 | 2.83
buffers and inverters | 300 | 1.70
==> power by group <==
part / switching [mW] / internal [mW] / leakage [nW]
Sequential: 0.00364 / 2.95 / 18.4
Combinational: 0.202 / 0.0933 / 6.83
Clock: 0.982 / 1.24 / 3.04
==> synth_stat cells (43+ instances only) <==
library cell and number:
sky130_fd_sc_hd__a22o_1 66, sky130_fd_sc_hd__buf_2 83, sky130_fd_sc_hd__a31oi_1 43, sky130_fd_sc_hd__nand3_1 54, sky130_fd_sc_hd__a221oi_1 175, sky130_fd_sc_hd__o21ai_0 84
sky130_fd_sc_hd__nor2_1 145, sky130_fd_sc_hd__mux4_2 96, sky130_fd_sc_hd__mux2i_1 259, sky130_fd_sc_hd__mux2_2 147, sky130_fd_sc_hd__o22ai_1 93, sky130_fd_sc_hd__clkbuf_1 168
sky130_fd_sc_hd__a21oi_1 121, sky130_fd_sc_hd__edfxtp_1 2048, sky130_fd_sc_hd__o22a_1 70, sky130_fd_sc_hd__and3_1 85, sky130_fd_sc_hd__a22oi_1 188
Power is estimated from default activity; no workload was simulated.
